File: ./run.sh
#!/bin/bash
# OpenROAD 26Q1-2900-gdf79404cd8, Yosys 0.63+post, stock flow scripts
make -C /OpenROAD-flow-scripts/flow DESIGN_CONFIG=/design/flow/config.mk WORK_HOME=/design/flow/orfs finish
File: ./config.mk
export PLATFORM = sky130hd
export DESIGN_NAME = confreg
export DESIGN_NICKNAME = confreg
export VERILOG_FILES = /design/flow/design.v
export SDC_FILE = /design/flow/constraint.sdc
export NUM_CORES = 4
export LEC_CHECK = 1
export CORE_UTILIZATION = 30
File: ./constraint.sdc
current_design confreg

set clk_period 5.0
set clk_io_pct 0.2

create_clock -name clk0 -period $clk_period [get_ports {clk}]

set non_clock_inputs [all_inputs -no_clocks]
set_input_delay [expr $clk_period * $clk_io_pct] -clock clk0 $non_clock_inputs
set_output_delay [expr $clk_period * $clk_io_pct] -clock clk0 [all_outputs]
File: ./design.v
module confreg
(
    input  wire         clk,
    input  wire         rst,
    input  wire         data_wen,        
    input  wire [31: 0] data_addr,       
    input  wire [31: 0] data_dout,       
    output reg  [31: 0] data_din,        
    input  wire [15: 0] switch,          
    input  wire [ 3: 0] keys,            
    output reg  [15: 0] led,             
    output reg  [ 7: 0] ca,              
    output reg  [ 3: 0] an               
);
    reg [31:0] timer;
    reg [15:0] num;
    always @(*) begin
        case (data_addr[5:2])
            4'h0: data_din <= {16'b0, switch};
            4'h1: data_din <= {28'b0, keys};
            4'h2: data_din <= {16'b0, led};
            4'h3: data_din <= {16'b0, num};
            4'h4: data_din <= timer;
        endcase
    end
    always @(posedge clk, posedge rst) begin
        if(rst) begin
            led   <= 15'b0;
            num   <= 15'b0;
            timer <= 15'b0;
        end
        else begin
            timer <= timer + 32'd1;
            if(data_wen) begin
                case (data_addr[5:2])
                    4'h2: led   <= data_dout[15:0];
                    4'h3: num   <= data_dout[15:0];
                    4'h4: timer <= data_dout;
                endcase
            end
        end
    end
    reg [3:0] scan;
    always @ (posedge clk, posedge rst) begin
        if (rst) begin
            scan <= 4'd0;  
            an   <= 4'b1111;
        end
        else begin
            case(timer[18:17])
                2'b00 : scan <= num[15:12];
                2'b01 : scan <= num[11: 8];
                2'b10 : scan <= num[7 : 4];
                2'b11 : scan <= num[3 : 0];
            endcase
            case(timer[18:17])
                2'b00 : an <= 4'b0111;
                2'b01 : an <= 4'b1011;
                2'b10 : an <= 4'b1101;
                2'b11 : an <= 4'b1110;
            endcase
        end
    end
    always @(posedge clk, posedge rst) begin
        if (rst) begin
            ca <= 8'b00;
        end
        else begin
            case (scan)
                4'd0 : ca <= 8'b00000011;    
                4'd1 : ca <= 8'b10011111;    
                4'd2 : ca <= 8'b00100101;    
                4'd3 : ca <= 8'b00001101;    
                4'd4 : ca <= 8'b10011001;    
                4'd5 : ca <= 8'b01001001;    
                4'd6 : ca <= 8'b01000001;    
                4'd7 : ca <= 8'b00011111;    
                4'd8 : ca <= 8'b00000001;    
                4'd9 : ca <= 8'b00001001;    
                4'd10: ca <= 8'b00010001;    
                4'd11: ca <= 8'b11000001;    
                4'd12: ca <= 8'b01100011;    
                4'd13: ca <= 8'b10000101;    
                4'd14: ca <= 8'b01100001;    
                4'd15: ca <= 8'b01110001;    
            endcase
        end
    end
endmodule
==> notes.md <==
The synthesis and PnR run went through. The report lists the cells along the critical path as clkdlybuf4s50_1 > nor4b_4 > buf_4 > nand2_2 > buf_4 > nor2_1 > a21oi_1. Global-route usage over all layers landed at between 10% and 20%. For the worst-skew pair, the clock arrives at the later sink with an insertion delay of ~0.34 ns. Worst clock skew landed at between 0.007 and 0.008 ns. The vertical die dimension reported for this design is roughly 130 um.

Combinational share of power landed at 29.2%. In the routed design, unresolved DRC markers number 0. TritonCTS built the clock tree. The worst setup path is captured at a flip-flop. Among all stages on the critical path, the largest delay is contributed by sky130_fd_sc_hd__clkdlybuf4s50_1. Effective utilization at floorplan landed at 30.9%. The number of cells reported by Yosys stat comes to about 420. Share of post-route cells with drive strength above 1 landed at ~15%. The most critical min-delay path falls under flip-flop to flip-flop.

Sequential cells account for between 40 and 50% of the total power. The gate-level netlist out of Yosys references approximately 49 unique cell types. The number of global-route vias before repair came to approximately 3600. Placeable core region landed at 15300 um^2. Top cell type's share of synthesized area landed at 40.2%.

The first global-routing pass estimated roughly 19000 um of wire. Each instance of the synthesized netlist takes up on average about 11 um^2. Total power divided by cell area landed at roughly 400 nW/um^2. For the worst setup path, the data arrival time is between 3 and 4 ns. The timer found 32 register pins that no clock reaches; their paths are not timed. Overall power of the completed layout landed at 2530 uW. The clock network burns a little over a quarter of the power. STA classifies the critical path startpoint as an input port. For this run the top cell type by instance count after synthesis was sky130_fd_sc_hd__dfrtp_1. The run finished with clean final reports. The synthesis report lists the Yosys warning total as 1. Overall die area landed at ~16000 um^2. By instance count, the cell type seen most on the critical path is sky130_fd_sc_hd__buf_4. The synthesized design spends more area on one cell type than any other, namely sky130_fd_sc_hd__dfrtp_1. Portion of the clock cycle consumed by the worst path in the final layout landed at between 60% and 70%. The most used flip-flop cell after synthesis is sky130_fd_sc_hd__dfrtp_1. Number of antenna-violating nets in the routed design landed at 0.

Input and output buffers added on the ports amount to approximately 120. Max-slew headroom at the worst pin landed at between 40% and 50%. Area reported by Yosys stat landed at about 4700 um^2.

Internal power summed over all cells landed at about 1700 uW. Maximum clock frequency landed at 0.328 GHz. The CTS report gives the tree buffer count as 9. The net switching power in the latest report is about 790 uW. Half-perimeter wire length after detailed placement landed at a little under 9000 um.

Maximum fanout count along the critical path landed at 36. Count of state elements after synthesis landed at 112. In the hold timing report, the worst path depth is 1. The routed design has between 10000 and 15000 um of wire.

Number of buffers inserted by hold repair at cts landed at 0. By startpoint and endpoint, the worst setup path is classified as input port to flip-flop. Clock tree buffer depth landed at 2.

At the worst endpoint, the required time is 5.20 ns. The tree is rooted in a sky130_fd_sc_hd__clkbuf_16. Number of gates resized after cts landed at 0. Number of diodes added for antenna fixing landed at 0. Setup repair after global routing left no endpoint under its margin. At the end of routability-driven placement, the weighted congestion stood at roughly 0.87. Longest individual stage delay on the worst path landed at between 0.5 and 0.6 ns. Cell count after synthesis landed at roughly 420. Number of endpoints with negative hold slack in the final report landed at 0.

Area growth from synthesis to layout landed at 35.5%. In the post-synthesis netlist, the biggest area contributors are sky130_fd_sc_hd__dfrtp_1 (40%), sky130_fd_sc_hd__dlxtn_1 (10%), sky130_fd_sc_hd__mux2_2 (7.9%), sky130_fd_sc_hd__xor2_1 (4.3%), sky130_fd_sc_hd__a21oi_1 (3.6%). During I/O placement, the number of pins put on the boundary was about 150.

Total setup buffers inserted after CTS landed at 0. Cell area after technology mapping landed at 4730 um^2. Number of DRC violations after detailed-routing iteration 0 landed at roughly 210. Cell leakage power landed at 0.00262 uW.

The routed layout has ~3600 vias. The post-synth count of flops with an enable pin is 0. Looking at the max-slew report, the worst-margin pin has a slew of around 0.87 ns.

Shortest period the worst path allows landed at roughly 3.0 ns. Clock input transition at the sequential cells of the worst setup and hold paths landed at roughly 0.060 ns. Count of final max-slew check failures landed at 0. Iteration tally of the first detailed-router pass landed at 6.

Fraction of registers with async set or reset after synthesis landed at a little under three quarters. The routed design shows a via density per instance of between 4 and 5. Average wire per standard cell landed at around 16 um. Maximum vdd drop landed at 0.172 mV.

Sum of overflow across all layers after global routing landed at 0. Number of antenna violations at the first check in global routing landed at 0. The clock H-tree reported by CTS has 3 levels.

The number of maximum-capacitance violations recorded for the run is 0. Final tally of setup violations landed at 0. In the synthesized netlist, the cells that appear most often are sky130_fd_sc_hd__dfrtp_1 (76), sky130_fd_sc_hd__nor2_1 (42), sky130_fd_sc_hd__a21oi_1 (34). Net switching share of the total power landed at between 30% and 40%. around 64 endpoints have no timing constraint. The floorplan has about 45 rows. Largest net degree at the start of global routing landed at 46. Count of warning messages emitted by the tools landed at just under 60. For the worst flop-to-flop path, the logic depth is 5. In this run the horizontal extent of the chip is 128 um. Post-route setup TNS landed at 0 ns.
through the flow:
step | setup WS [ns] | instance area, um^2 | hold WS (ns) | util (%) | cells
floorplan | 1.95 | 4730 | 0.478 | - | 422
global placement | 1.62 | 6110 | 0.511 | 39.9 | 733
detailed placement | 1.61 | 6110 | 0.516 | 39.9 | 733
CTS | 1.96 | 6410 | 0.529 | 41.9 | 749
global route | 1.73 | 6410 | 0.554 | 41.9 | 749
finish | 1.95 | 6410 | 0.527 | 41.9 | 749
worst max-delay path, delay by kind of cell:
kind,cells,cell delay [ns]
compound gates,1,0.05
buf+inv,3,1.31
simple gates,3,0.86
metal layers:
metal	track usage [%]	wire length, um	up-vias
li1	-	-	1744
met1	23.6	5650	1724
met2	25.0	5610	103
met3	2.99	614	15
met4	2.35	237	0
met5	0	0	-
cells in the final DEF, fill, tap and decap left out, types with 3 or more instances in the layout:
| cell type | netlist | layout |
|---|---|---|
| sky130_fd_sc_hd__ha_1 | 7 | 7 |
| sky130_fd_sc_hd__and3_2 | 3 | 3 |
| sky130_fd_sc_hd__xor2_1 | 23 | 23 |
| sky130_fd_sc_hd__mux4_2 | 5 | 5 |
| sky130_fd_sc_hd__a222oi_1 | 4 | 4 |
| sky130_fd_sc_hd__xnor2_1 | 6 | 6 |
| sky130_fd_sc_hd__nand2b_1 | 3 | 3 |
| sky130_fd_sc_hd__nand3_1 | 10 | 10 |
| sky130_fd_sc_hd__nor2_1 | 42 | 42 |
| sky130_fd_sc_hd__nand2_2 | 3 | 3 |
| sky130_fd_sc_hd__a22o_1 | 13 | 13 |
| sky130_fd_sc_hd__nand4_1 | 14 | 14 |
| sky130_fd_sc_hd__buf_4 | 0 | 5 |
| sky130_fd_sc_hd__dfstp_2 | 4 | 4 |
| sky130_fd_sc_hd__a22oi_1 | 4 | 4 |
| sky130_fd_sc_hd__and3_1 | 5 | 5 |
| sky130_fd_sc_hd__dlxtn_1 | 32 | 32 |
| sky130_fd_sc_hd__nor3_1 | 3 | 3 |
| sky130_fd_sc_hd__a21oi_1 | 34 | 34 |
| sky130_fd_sc_hd__clkinv_2 | 0 | 5 |
| sky130_fd_sc_hd__mux2i_1 | 3 | 3 |
| sky130_fd_sc_hd__a221o_1 | 10 | 10 |
| sky130_fd_sc_hd__clkbuf_16 | 0 | 9 |
| sky130_fd_sc_hd__inv_1 | 5 | 4 |
| sky130_fd_sc_hd__dfrtp_1 | 76 | 76 |
| sky130_fd_sc_hd__mux2_2 | 33 | 33 |
| sky130_fd_sc_hd__and2_1 | 16 | 16 |
| sky130_fd_sc_hd__nand2_1 | 14 | 14 |
| sky130_fd_sc_hd__clkdlybuf4s50_1 | 0 | 118 |
flip-flops by register name, indices dropped and copies added (netlist names):
name / flops
an: 4
scan: 4
num: 16
timer: 32
led: 16
ca: 8
data_din: 32
power groups by stage:
stage / sequential [uW] / combinational [uW] / clock, uW
4_1_cts: 1130 / 748 / 676
5_1_grt: 1170 / 821 / 705
6_report: 1130 / 740 / 659
area by class of cell:
type	instances	area [um^2]
Clock inverter	6	58.8
Timing Repair Buffer	123	1220
Inverter	5	20.0
Fill cell	1463	8900
Clock buffer	10	239
Sequential cell	112	2490
Tap cell	211	264
Multi-Input combinational cell	282	2120
path summary, 6_finish.rpt:
check	start	endpoint	slack [ns]
worst max-delay path	data_addr[2]	timer[29]	1.95
worst min-delay path	num[10]	num[10]	0.53
worst max register to register	timer[8]	timer[26]	2.85
worst min register to register	num[10]	num[10]	0.53
max in group asynchronous	rst	timer[25]	2.92
min in group asynchronous	rst	ca[0]	1.11
kinds of logic (layout without fill, tap and decap cells):
family | count (synthesis) | count (layout) | synth area share [%]
compound gates | 73 | 73 | 10.9
latches | 32 | 32 | 10.2
fa+ha+maj | 7 | 7 | 1.85
buf+inv | 28 | 144 | 2.72
other cells | 1 | 1 | 0.0793
xor+xnor | 29 | 29 | 5.37
flops | 80 | 80 | 42.4
simple gates | 131 | 131 | 15.6
mux | 41 | 41 | 10.9
Power and IR drop assume default switching activity.
